$ cat /design/flow/constraint.sdc
current_design top

set clk_period 3.1
set clk_io_pct 0.2

create_clock -name clk0 -period $clk_period [get_ports {btnC}]
create_clock -name clk1 -period $clk_period [get_ports {clk}]

set non_clock_inputs [all_inputs -no_clocks]
set_input_delay [expr $clk_period * $clk_io_pct] -clock clk0 $non_clock_inputs
set_output_delay [expr $clk_period * $clk_io_pct] -clock clk0 [all_outputs]
$ cat /design/flow/design.v
module ALU (
    input [7:0] A, B,
    input trigger,
    input [3:0] op,  
    output reg [7:0] Y
);
    wire [7:0] add_result;
    wire [7:0] twos_compl_result;
    wire [7:0] add_carry;
    wire [7:0] twos_carry;
    full_adder fa0 (.A(A[0]), .B(B[0]), .Cin(1'b0),        .Y(add_result[0]), .Cout(add_carry[0]));
    full_adder fa1 (.A(A[1]), .B(B[1]), .Cin(add_carry[0]), .Y(add_result[1]), .Cout(add_carry[1]));
    full_adder fa2 (.A(A[2]), .B(B[2]), .Cin(add_carry[1]), .Y(add_result[2]), .Cout(add_carry[2]));
    full_adder fa3 (.A(A[3]), .B(B[3]), .Cin(add_carry[2]), .Y(add_result[3]), .Cout(add_carry[3]));
    full_adder fa4 (.A(A[4]), .B(B[4]), .Cin(add_carry[3]), .Y(add_result[4]), .Cout(add_carry[4]));
    full_adder fa5 (.A(A[5]), .B(B[5]), .Cin(add_carry[4]), .Y(add_result[5]), .Cout(add_carry[5]));
    full_adder fa6 (.A(A[6]), .B(B[6]), .Cin(add_carry[5]), .Y(add_result[6]), .Cout(add_carry[6]));
    full_adder fa7 (.A(A[7]), .B(B[7]), .Cin(add_carry[6]), .Y(add_result[7]), .Cout(add_carry[7]));
    twos_compliment tc(.A(A), .Y(twos_compl_result));
    always @(posedge trigger) begin
        case (op)
            4'b0000: Y <= add_result;                
            4'b0001: Y <= B - A;                     
            4'b0010: Y <= A << 1;                    
            4'b0011: Y <= A >> 1;                    
            4'b0100: Y <= (A == B) ? 0 : (A > B ? 1 : -1);  
            4'b0101: Y <= A & B;                     
            4'b0110: Y <= A | B;                     
            4'b0111: Y <= A ^ B;                     
            4'b1000: Y <= ~(A & B);                  
            4'b1001: Y <= ~(A | B);                  
            4'b1010: Y <= ~(A ^ B);                  
            4'b1011: Y <= ~A;                        
            4'b1100: Y <= twos_compl_result;         
            4'b1101: ;                               
            default: Y <= 8'b00000000;               
        endcase
    end
endmodule
module clock_div
#(
    parameter BIT_COUNT = 17
)
(
    input clock,
    input reset,
    output reg div_clock
);
   wire [BIT_COUNT:0]interm [1:0];
   assign interm[0][0] = clock;
   genvar i;
   generate
      for (i = 0; i < BIT_COUNT; i = i+1) begin
         dff x(
            .reset(reset),
            .clock(interm[0][i]),
            .D(interm[1][i]),
            .Q(interm[0][i+1]),
            .NotQ(interm[1][i])
         );
      end
   endgenerate
   always @(*) begin
      div_clock <= interm[0][BIT_COUNT];
   end
endmodule
module dff(
    input reset,
    input clock,
    input D,
    output reg Q,
    output NotQ
);
    assign NotQ = ~Q;
    always @(posedge reset, posedge clock) begin
        if (reset) begin
            Q <= 0;
        end else if (clock) begin
            Q <= D;
        end
    end
endmodule
module full_adder(
    input A, B, Cin,
    output Y, Cout
);
    assign Y = A ^ B ^ Cin;
    assign Cout = (A & B) | (A & Cin) | (B & Cin);
endmodule
module Registers (
    input [7:0] data_in, Y,
    input load_a, load_b, swap, reset, clk, store,
    output reg [7:0] A, B
);
    always @(posedge clk or posedge reset) begin
        if (reset) begin
            A <= 8'b0;
            B <= 8'b0;
        end else if (store) begin
            A <= Y;
        end else begin
            if (load_a) A <= data_in;
            if (load_b) B <= data_in;
            if (swap) begin
                A <= B;
                B <= A;
            end
        end
    end
endmodule
module seven_seg_decoder(
   input [7:0] Y,
   input [3:0] OP,
   input [3:0] anode,
   output reg [6:0] segs
);
   reg [3:0] selected_sig;
   always @(*) begin
      case (anode)
         4'b1110: selected_sig <= OP;
         4'b1101: selected_sig <= 0;
         4'b1011: selected_sig <= Y[3:0];
         4'b0111: selected_sig <= Y[7:4];
      endcase
   end
   always @(*) begin
      case(selected_sig)
            0: segs  = 7'b1000000;        
            1: segs  = 7'b1111001;        
            2: segs  = 7'b0100100;        
            3: segs  = 7'b0110000;        
            4: segs  = 7'b0011001;        
            5: segs  = 7'b0010010;        
            6: segs  = 7'b0000010;        
            7: segs  = 7'b1111000;        
            8: segs  = 7'b0000000;
            9: segs  = 7'b0010000;        
            10: segs = 7'b0001000;        
            11: segs = 7'b0000011;        
            12: segs = 7'b1000110;        
            13: segs = 7'b0100001;        
            14: segs = 7'b0000110;        
            15: segs = 7'b0001110;       
        endcase
    end
endmodule
module seven_seg_scanner(
    input div_clock,
    input reset,
    output [3:0] anode
);
   reg [1:0] intcount;
   always @(posedge reset or posedge div_clock) begin
      if (reset) begin
         intcount <= 0;
      end else begin
         intcount <= intcount+1;
       end
   end
   assign anode = (intcount[0] ? (intcount[1] ? 4'b0111 : 4'b1011) : (intcount[1] ? 4'b1101 : 4'b1110));
endmodule
module top(
   input [15:0] sw,
   input btnU,           
   input btnC,           
   input clk,            
   output [15:0] led,    
   output [3:0] an,      
   output [6:0] seg      
);
   wire [7:0] A;              
   wire [7:0] B;              
   wire [7:0] Y;              
   wire [3:0] OP;             
   wire slow_clock;           
   wire load_a, load_b, swap, reset;  
   assign OP = sw[3:0];
   assign led[15:8] = A;      
   assign led[7:0] = B;       
   assign load_a = (OP == 4'b1111);       
   assign load_b = (OP == 4'b1101);       
   assign swap   = (OP == 4'b1110);       
   assign store  = (OP == 4'b1101);       
   assign reset  = btnU;                  
   ALU alu(
      .A(A),
      .B(B),
      .op(OP),
      .trigger(btnC),     
      .Y(Y)               
   );
   Registers registers(
      .data_in(sw[15:8]),  
      .Y(Y),               
      .load_a(load_a),     
      .load_b(load_b),     
      .swap(swap),         
      .store(store),       
      .reset(reset),       
      .clk(btnC),           
      .A(A),               
      .B(B)                
   );
   clock_div #(.BIT_COUNT(16)) count(
      .clock(clk),
      .reset(reset),
      .div_clock(slow_clock)
   );
   seven_seg_scanner sss(
      .div_clock(slow_clock),  
      .reset(reset),            
      .anode(an)               
   );
   seven_seg_decoder ssd(
      .Y(Y),                   
      .OP(OP),                 
      .anode(an),              
      .segs(seg)               
   );
endmodule
module twos_compliment(
   input [7:0] A,
   output [7:0] Y
);
   wire [7:0] carry;
   full_adder a1 (.A(~A[0]), .B(1'b0), .Cin(1'b1),        .Y(Y[0]), .Cout(carry[0]));
   full_adder a2 (.A(~A[1]), .B(1'b0), .Cin(carry[0]),    .Y(Y[1]), .Cout(carry[1]));
   full_adder a3 (.A(~A[2]), .B(1'b0), .Cin(carry[1]),    .Y(Y[2]), .Cout(carry[2]));
   full_adder a4 (.A(~A[3]), .B(1'b0), .Cin(carry[2]),    .Y(Y[3]), .Cout(carry[3]));
   full_adder a5 (.A(~A[4]), .B(1'b0), .Cin(carry[3]),    .Y(Y[4]), .Cout(carry[4]));
   full_adder a6 (.A(~A[5]), .B(1'b0), .Cin(carry[4]),    .Y(Y[5]), .Cout(carry[5]));
   full_adder a7 (.A(~A[6]), .B(1'b0), .Cin(carry[5]),    .Y(Y[6]), .Cout(carry[6]));
   full_adder a8 (.A(~A[7]), .B(1'b0), .Cin(carry[6]),    .Y(Y[7]), .Cout(carry[7]));
endmodule
$ cat /design/flow/run.sh
#!/bin/bash
# OpenROAD 26Q1-2900-gdf79404cd8, Yosys 0.63+post, stock flow scripts
make -C /OpenROAD-flow-scripts/flow DESIGN_CONFIG=/design/flow/config.mk WORK_HOME=/design/flow/orfs finish
$ cat /design/flow/config.mk
export PLATFORM = sky130hd
export DESIGN_NAME = top
export DESIGN_NICKNAME = top
export VERILOG_FILES = /design/flow/design.v
export SDC_FILE = /design/flow/constraint.sdc
export NUM_CORES = 4
export LEC_CHECK = 1
export CORE_UTILIZATION = 40
==> run_results.csv <==
group,metric,value,unit
global_route,grt_pass1_vias,3233,
critical_path,cp_common_cell,"sky130_fd_sc_hd__fa_2",
yosys,numSynthFlops,46,
yosys,ys_warns,7,
min_path,min_path_type,"flop to flop",
timing,timing.max_slew.rel_slack,0.629,
detailed_routing,drtAntennaViolNets,0,
floorplan,core_area,9730,um2
critical_path,timing.reg2reg.worst_path_depth,13,
critical_path,critical_path.slowest_cell,"sky130_fd_sc_hd__fa_1",
outcome,outcome,"finished, violations left",
finish,final_cell_mix,"sky130_fd_sc_hd__buf_4 (50), sky130_fd_sc_hd__inv_1 (46), sky130_fd_sc_hd__ha_1 (35), sky130_fd_sc_hd__dfrtp_1 (34), sky130_fd_sc_hd__clkdlybuf4s50_1 (32)",
global_route,global_route.usage.total,0.224,
floorplan,placementRows,36,
detailed_routing,drt_drc_violations_left,0,
pwr,power.switching_fraction,0.404,
floorplan,initCoreUtil,0.411,
detailed_routing,detailroute.via_count,3396,
critical_path,crit-reg2reg-capture,"alu.Y[6]",
clock_tree,cts-buffers-inserted,3,
floorplan,dieWidth,102,um
critical_path,crit_fanout,2,
pwr,post-layout-total-power,1980,uW
critical_path,critical_path_required,3.12,ns
finish,fin_area,4930,um2
critical_path,rrSetupSlack,-0.65,ns
detailed_routing,routed_wire_length_per_instance,16.9,um
yosys,synth.comb.largest_family,"AND-OR/OR-AND gates",
global_route,grt_pass1_wl,17100,um
detailed_routing,detail_route.vias_per_cell,5.32,
outcome,failed_checks,"negative setup slack",
yosys,synth.cellmix.adderShare,0.163,
finish,flow.area_growth_from_synthesis,23.2,%
yosys,synth_area_per_cell,9.05,um2
yosys,syn_inst,442,
clock_tree,cts_tree,"yes",
clock_tree,max-clock-path-buffers,2,
yosys,yosys_cells,442,
yosys,fraction_of_registers_with_async_set_reset,0.739,
placed_design,io_buffer_count,40,
finish,mostFrequentLayoutCell,"sky130_fd_sc_hd__buf_4",
global_route,largest_net_degree_at_the_start_of_global_routing,35,
pwr,power_leakage,0.00227,uW
timing,setup_slack,-0.649,ns
critical_path,critical_path.max_stage_delay,0.38,ns
yosys,top_flip_flop_cell_by_instance_count_after_synthesis,"sky130_fd_sc_hd__dfrtp_1",
pwr,seq_power_share,0.246,
yosys,yosys.area_share.simple,0.150,
timing,setup_viols_final,4,
timing,untimed_endpoints,25,
pwr,vdd_ir_drop_max,0.239,mV
pwr,power.density_cell_area,402,nW/um2
critical_path,cp_data_arrival_time,3.77,ns
yosys,synthAoiAreaFrac,0.209,
detailed_routing,route.antenna.diode_count,0,
global_route,antenna_found_initial,0,
critical_path,path_buffers,2,
finish,post_route_cells_drive_above_1_share,0.208,
pwr,power_report.internal_total,1180,uW
clock_tree,cts.clk_slew.worst_paths,0.10,ns
yosys,yosys_synthesis_chip_area,4000,um2
timing,tns,-1.63,ns
placed_design,dpl_hpwl,8180,um
timing,hold_violations,0,
yosys,synthDistinctLibCells,66,
placed_design,preCtsSetupSlack,-0.880,ns
detailed_routing,detailedRoute.firstPassIterationCount,4,
detailed_routing,drtIter0Drc,240,
yosys,ys_sh_xor,0.0109,
min_path,hold_path_startpoint,"count.genblk1[0].x.Q",
yosys,mux_area_frac,0.0588,
floorplan,io_pins,46,
critical_path,startpoint_types,"flop",
timing,finalMaxSlewViolations,0,
timing,fin_skew,0.00960,ns
placed_design,place.gp.congestion,0.997,
timing,unclocked_pins,21,
run,maxCapViolCount,0,
yosys,enable_flop_cells,8,
detailed_routing,routed_wl,10800,um
clock_tree,clock_tree.htree_level_count,1,
yosys,mappedNetlistArea,4000,um2
global_route,global_route_congestion_overflow_total,0,
pwr,comb_power_share,0.608,
run,warning_count,59,
clock_tree,cts_root_buffer,"sky130_fd_sc_hd__clkbuf_8",
min_path,hold_path_end,"count.genblk1[0].x.Q",
placed_design,placed_cell_area,4710,um2
critical_path,setup.worst_path.end_class,"flop",
critical_path,critical_path.cell_chain,"ha_2 -> inv_2 -> fa_2 -> fa_2 -> fa_2 -> fa_2 -> fa_2 -> inv_2 -> fa_1 -> o2bb2ai_1 -> a221o_1 -> a211oi_2 -> o211ai_1",
critical_path,path_type_of_the_worst_setup_path,"flop to flop",
critical_path,r2r-start,"registers.A[0]",
pwr,p_sw,800,uW
critical_path,critical_path.top_delay_family,"adder cells",
min_path,min_path_cells,1,
floorplan,die_y,102,um
timing,max_slew.worst_pin.slew,0.552,ns
floorplan,chip_area,10400,um2
pwr,power.share.clock,0.146,
timing,rsz0062_at_grt,"true",
==> synthesized netlist by cell type (all sizes together) (3+ instances only) <==
cell type / count / share of area
inv: 53 / 0.050
ha: 41 / 0.13
buf: 36 / 0.067
dfrtp: 34 / 0.21
nand2: 29 / 0.027
nor2: 26 / 0.025
o21ai: 22 / 0.028
mux2i: 19 / 0.048
a21oi: 16 / 0.020
a211oi: 15 / 0.031
nor2b: 11 / 0.019
a21o: 10 / 0.019
edfxtp: 8 / 0.060
nand2b: 8 / 0.013
nand3: 8 / 0.016
fa: 7 / 0.035
o22ai: 7 / 0.011
nor3: 6 / 0.0075
a22o: 5 / 0.011
o211ai: 5 / 0.011
a22oi: 4 / 0.0075
a311oi: 4 / 0.0088
dlxtn: 4 / 0.015
nand3b: 4 / 0.0075
a221oi: 3 / 0.0066
a32oi: 3 / 0.0066
clkbuf: 3 / 0.0028
nand4: 3 / 0.0047
o21bai: 3 / 0.0056
o2bb2ai: 3 / 0.0066
o31ai: 3 / 0.0056
or2: 3 / 0.0047
xor2: 3 / 0.0066
==> layout make-up <==
class,count,area (um2)
fillers,914,4800
multi-input cells,307,2470
flip-flops and latches,46,1150
repair buffers,95,857
inverters,53,206
well taps,133,166
clock buffers,3,41.3
clock inverters,1,30.0
==> registers in the layout (all words and copies together) (netlist names) <==
signal,cells
count.genblk1.x.Q,16
alu.Y,8
registers.A,8
registers.B,8
ssd.selected_sig,4
sss.intcount,2
==> power groups by stage <==
stage,registers (uW),logic (uW),clock network [uW]
after global routing,500,1340,308
after CTS,487,1190,299
final,487,1200,290
==> stage by stage <==
stage	std cells	hold WS [ns]	utilization
finish	638	0.403	0.507
global route	638	0.433	0.507
detailed placement	628	0.411	0.484
CTS	638	0.412	0.505
global placement	628	0.401	0.484
floorplan	445	0.390	-
==> worst reg2reg max path, cell delays in order, from the launching register on <==
cell and delay, ns:
sky130_fd_sc_hd__dfrtp_1 0.36, sky130_fd_sc_hd__ha_2 0.19, sky130_fd_sc_hd__inv_2 0.05, sky130_fd_sc_hd__fa_2 0.34
sky130_fd_sc_hd__fa_2 0.36, sky130_fd_sc_hd__fa_2 0.35, sky130_fd_sc_hd__fa_2 0.36, sky130_fd_sc_hd__fa_2 0.34
sky130_fd_sc_hd__inv_2 0.07, sky130_fd_sc_hd__fa_1 0.38, sky130_fd_sc_hd__o2bb2ai_1 0.13, sky130_fd_sc_hd__a221o_1 0.33
sky130_fd_sc_hd__a211oi_2 0.14, sky130_fd_sc_hd__o211ai_1 0.11
==> layer usage <==
layer,track usage,share of wire,vias up
met4,0.0473,0.021,0
met3,0.0459,0.074,19
met5,0,0,-
met1,0.350,0.47,1593
met2,0.330,0.43,122
li1,-,-,1662
==> repair_timing <==
action                     in CTS  in global routing
hold buffers                    0                  0
gates cloned                    1                  0
pin swaps                       5                  7
buffers inserted                9                  4
gates resized                  48                 18
setup endpoints to repair      10                  9
==> cell families (layout without fill, tap and decap cells) <==
| kind of cell | count (synthesis) | in the layout |
|---|---|---|
| AOI/OAI and AO/OA | 117 | 117 |
| and+or+nand+nor | 112 | 112 |
| buffers and inverters | 92 | 152 |
| adders and majority gates | 48 | 48 |
| DFF | 42 | 42 |
| muxes | 21 | 21 |
| xor gates and xnor gates | 5 | 5 |
| latches | 4 | 4 |
| other | 1 | 4 |
==> how the worst max path moves through the flow <==
| stage | start | end | slack (ns) | cells past startpoint |
|---|---|---|---|---|
| global route | registers.B[0] | alu.Y[6] | -0.76 | 13 |
| finish | registers.A[0] | alu.Y[6] | -0.65 | 13 |
| CTS | registers.A[0] | alu.Y[6] | -0.67 | 13 |
Power and IR drop assume default switching activity.
